$ cat /design/flow/run.sh
#!/bin/bash
# OpenROAD 26Q1-2900-gdf79404cd8, Yosys 0.63+post, stock flow scripts
make -C /OpenROAD-flow-scripts/flow DESIGN_CONFIG=/design/flow/config.mk WORK_HOME=/design/flow/orfs finish
$ cat /design/flow/config.mk
export PLATFORM = sky130hd
export DESIGN_NAME = mux2x1
export DESIGN_NICKNAME = mux2x1
export VERILOG_FILES = /design/flow/design.v
export SDC_FILE = /design/flow/constraint.sdc
export NUM_CORES = 4
export LEC_CHECK = 1
export CORE_AREA = 10 10 70 70
export DIE_AREA = 0 0 80 80
$ cat /design/flow/constraint.sdc
current_design mux2x1

set clk_period 1.0
set clk_io_pct 0.2

create_clock -name clk0 -period $clk_period

set non_clock_inputs [all_inputs -no_clocks]
set_input_delay [expr $clk_period * $clk_io_pct] -clock clk0 $non_clock_inputs
set_output_delay [expr $clk_period * $clk_io_pct] -clock clk0 [all_outputs]
$ cat /design/flow/design.v
`timescale 1ns / 1ps
module mux2x1 (
    input wire [15:0] in0,
    input wire [15:0] in1, 
    input wire sel,          
    output wire [15:0] out   
);
    assign out = (sel == 1'b0) ? in0 : in1;
endmodule
==> results.cfg <==
; generated from flow reports
[run_status]
status = complete, but fails checks
violations = setup timing

[power]
finalPower_uw = 301
powerDensity_nw_per_um2 = 379
leakage_nw = 0.417
peakVddDrop_v = 0.000151

[logic_synthesis]
yosys_area_um2 = 249
syn_area_um2 = 249
yosysUniqueCellTypes = 4
syn_area_per_cell_um2 = 13.8
top_cell_area_share_pct = 60.3
synth_warnings = 0
ys_cells = 18
largest_area_cell = mux2_4
syn_inst = 18
area_leaders = mux2_4, mux2_2, buf_12, buf_6
ys_seq_share_pct = 0

[grt]
antenna_found_initial = 0
grt_pass1_wl_mm = 2.19
grt-ovfl-total = 0
grt_pass1_vias = 430
track_usage_pct = 4.20
grt_max_degree = 9

[drt]
wl_mm = 1.41
met1Wirelength_um = 738
dr.max_layer_used = met3
postRouteAntennaNets = 0
firstDrtPassIters = 2
drt_iter0_markers = 2
wl_met2_um = 337
route.detailed.drc = 0
antenna_cells = 0
dr_total_vias = 359
wl_met3_um = 329
vias_per_cell = 3.18
wl_per_cell_um = 12.4

[layout]
flop-count = 0
layout_top_cells = dlygate4sd2_1, mux2_4, buf_6, buf_2, buf_12
n_fill_cell = 374
flop_area_um2 = 0
nClkBuffers = 0
fin_area_um2 = 795
drive_gt1_share_pct = 52.2
area_delta_synth_final_pct = 219
lay_top_count = dlygate4sd2_1

[setup_path]
start_kind = input pin
path_common_cell = buf_12
crit_chain = buf_12 > buf_12 > mux2_4 > buf_6
critPathBufInv = 3
slowest_delay_ns = 0.30
critical_path_arrival_ns = 0.86
cp_top_family = buffers and inverters
path_class = input pin to output pin
worstPathRequired_ns = 0.80
path_max_fanout = 8
cp-end-kind = output pin
slowest_stage = mux2_4

[clock_tree]
postCtsSetupRepairBufs = 0
postCtsHoldBufs = 0

[sta]
min_period_ns = 1.06
final_hold_viol_count = 0
rsz0062_at_grt = true
setup_viol = 16
max_freq_ghz = 0.947
period_used_pct = 106
timing.final.ws_setup_ns = -0.0564
worstMarginPinSlew_ns = 0.0710
slew_viol_final = 0
worst_slew_margin_rel_pct = 95.3

[floorplanning]
rows = 21
chipArea_um2 = 6400
fp_util_pct = 7.29
io_pins = 49
core_um2 = 3420
die_y_um = 80
die_w_um = 80

[min_path]
worstHoldPathType = input pin to output pin
hp-start = in0[5]
min_path_cells = 3
min_to = out[5]

[place]
routabilityCongestion = 0.815
place_area_um2 = 786
hpwl_mm = 1.22
port_buffers = 49

[job]
maxCapViolCount = 0
log.warning_count = 34
-- area by class of cell --
class,instances,area [um^2],area share (%)
multi-input combinational,16,240,30.2
tap,46,57.6,7.24
timing repair buffer,51,497,62.5
-- cell usage after synthesis (all sizes together) --
| master | count |
|---|---|
| buf | 2 |
| mux2 | 16 |
-- layer usage --
layer	up-vias	GRT usage, %
met5	-	0
met4	0	0
met3	0	3.30
met2	49	4.49
li1	167	-
met1	143	6.39
-- logic make-up (layout without fill, tap and decap cells) --
kind of cell,count (synthesis),count (layout),share of synthesized area [%]
buffers and inverters,2,51,12.6
multiplexers,16,16,87.4
-- report_power, final --
part           switching (mW)  internal (mW)  total, mW
Sequential                  0              0          0
Clock                       0              0          0
Combinational          0.0674          0.234      0.301
-- worst max path at each step --
stage / from / to / slack, ns / cells after the start
CTS: sel / out[15] / -0.06 / 4
global route: sel / out[6] / -0.07 / 4
finish: sel / out[14] / -0.06 / 4
-- through the flow --
| step | setup TNS (ns) | util [%] | hold WS [ns] | instances | setup slack (ns) |
|---|---|---|---|---|---|
| after CTS | -0.874 | 22.3 | 0.801 | 113 | -0.0602 |
| after floorplan | 0 | - | 0.498 | 18 | 0.0725 |
| final | -0.817 | 23.3 | 0.794 | 113 | -0.0564 |
| after global routing | -1.08 | 23.3 | 0.812 | 113 | -0.0712 |
| after detailed placement | -13.23 | 23.0 | 1.44 | 112 | -0.853 |
| after global placement | -13.02 | 23.0 | 1.44 | 112 | -0.846 |
-- timing repair --
item	in CTS	in global routing
gates cloned	1	0
setup endpoints to repair	16	16
resized	102	5
