File: flow/run.sh
#!/bin/bash
# OpenROAD 26Q1-2900-gdf79404cd8, Yosys 0.63+post, stock flow scripts
make -C /OpenROAD-flow-scripts/flow DESIGN_CONFIG=/design/flow/config.mk WORK_HOME=/design/flow/orfs finish
File: flow/config.mk
export PLATFORM = sky130hd
export DESIGN_NAME = DataPath
export DESIGN_NICKNAME = DataPath
export VERILOG_FILES = /design/flow/design.v
export SDC_FILE = /design/flow/constraint.sdc
export NUM_CORES = 4
export LEC_CHECK = 1
export CORE_UTILIZATION = 40
File: flow/constraint.sdc
current_design DataPath

set clk_period 22.5
set clk_io_pct 0.2

create_clock -name clk0 -period $clk_period [get_ports {clk}]

set non_clock_inputs [all_inputs -no_clocks]
set_input_delay [expr $clk_period * $clk_io_pct] -clock clk0 $non_clock_inputs
set_output_delay [expr $clk_period * $clk_io_pct] -clock clk0 [all_outputs]
File: flow/design.v
`timescale 1ns / 1ps
module AC(
    input clk,
    input reset,
    input [15:0] AC_input,
    output [15:0] AC_output,
    input AC_enable
);
    reg [15:0] AC;
    always @(posedge clk) begin
        if (reset)
            AC <= 16'b0;
        else if (AC_enable)
            AC <= AC_input;
    end
    assign AC_output = AC;
endmodule
`timescale 1ns / 1ps
module ALU_out_pro (                
    input reset,              
    input ALU_out_enable,             
    input [15:0] ALU_out_in,     
    output reg [15:0] ALU_out_out      
);
    always @(*) begin
        if (reset) 
            ALU_out_out = 16'b0;                
        else if (ALU_out_enable) 
            ALU_out_out = ALU_out_in;               
    end
endmodule
`timescale 1ns / 1ps
module ALU_pro(
    input reset,
    input ALU_enable,
    input [4:0] ALU_op,
    input [15:0] A,
    input [15:0] B,
    output reg [15:0]  ALU_out
    );
    always @(*)
    begin
    if (reset)
    begin
    ALU_out = 16'b0;
    end
    else
    begin
    if(ALU_enable)
    begin
    case (ALU_op)
    5'b00001: ALU_out = A+B;
    5'b00010: ALU_out = A-B;
    5'b00011: ALU_out = A+1;
    5'b00100: ALU_out = A-1;
    5'b00101: ALU_out = A&B;
    5'b00110: ALU_out = A|B;
    5'b00111: ALU_out = ~A;
    5'b00000: ALU_out = A^B;
    5'b01000: ALU_out = A-B;
    5'b01001: ALU_out = A-B;
    5'b01010: ALU_out = A-B;
    default: ALU_out = A;
    endcase
    end
    end
    end
endmodule
`timescale 1ns / 1ps
module AR(
    input clk,
    input reset,
    input [15:0] AR_input,
    output [15:0] AR_output,
    input AR_enable
    );
  reg [15:0] AR ;
always@(posedge clk)
begin
if(reset)
begin
AR <= 16'b0;
end
else
begin
if(AR_enable)
begin
AR <= AR_input;
end
else
begin
AR <= AR;
end
end
end
assign AR_output = AR;
endmodule
`timescale 1ns / 1ps
module DataPath(
    input clk,
    input reset,
    input PC_enable,
    input [1:0] PC_op,
    input [1:0] mux1_sel,
    input [1:0] mux2_sel,
    input Reg_Write_enable,
    input IR_enable,
    input IR_control_enable,
    output [6:0] IR_control,
    input ALU_enable,
    input Datamem_enable_read,
    input Datamem_enable_write,
    input AC_enable,
    input Zero_flag_enable,
    output Zero_flag,
    input Shifter_enable,
    input ALU_out_enable,
    input AR_enable
    );
    wire [15:0] Databus1;
    wire [15:0] Databus2;
    wire [15:0] Addressbus;
    wire [15:0] Data_mem_mux1;
    wire [15:0] ALU_Shifter;
    wire [15:0] IR_mux1;
    wire [15:0] I_mem_IR;
    wire [15:0] AC_ALU;
    wire [15:0] Reg_AC;
    wire [15:0] ALU_out_mux2;
    wire [15:0] Reg_mux1; 
    wire [15:0] Shifter_ALU_out;
    wire [5:0] PC_I_memory;
    wire [3:0] IR_Reg1, IR_Reg2;
    wire [4:0] IR_ALU;
    ProgramCounter PC( .clk(clk), .reset(reset), .PC_enable(PC_enable), .PC_op(PC_op), .offset(Databus1), .PC_output(PC_I_memory));
    mux4x1 mux1( .sel(mux1_sel), .in0(Reg_mux1), .in1(Data_mem_mux1), .in2(IR_mux1), .in3(16'b0), .out(Databus1));
    mux4x1 mux2( .sel(mux2_sel), .in0(ALU_out_mux2), .in1(Databus1), .in2(16'b0), .in3(16'b1111111111111111), .out(Databus2));
    Register_File Registers( .clk(clk), .reset(reset), .Write_enable(Reg_Write_enable), .Write_reg(IR_Reg2), .Read_reg_1(IR_Reg1), .Read_reg_2(IR_Reg2), .Write_data(Databus2), .Read_data_1(Reg_mux1), .Read_data_2(Reg_AC));
    IR IR( .clk(clk), .reset(reset), .IR_enable(IR_enable), .IR_control_enable(IR_control_enable), .IR_control(IR_control), .IR_data1(IR_Reg1), .IR_data2(IR_Reg2), .IR_opcode(IR_ALU), .instruction_datapath(IR_mux1), .IR_Input(I_mem_IR));
    ALU_pro ALU( .reset(reset), .ALU_enable(ALU_enable), .ALU_op(IR_ALU), .A(AC_ALU), .B(Databus1), .ALU_out(ALU_Shifter));
    Data_memory DM( .clk(clk), .reset(reset), .enable_read(Datamem_enable_read), .enable_write(Datamem_enable_write), .address_write(Addressbus), .data_write(Databus2), .address_read(Addressbus), .data_read(Data_mem_mux1));
    AC AC( .clk(clk), .reset(reset), .AC_enable(AC_enable), .AC_input(Reg_AC), .AC_output(AC_ALU) );
    Flags Flags( .clk(clk), .reset(reset), .Zero_flag_enable(Zero_flag_enable), .Zero_flag(Zero_flag), .ALU_out(ALU_out_mux2) );
    Shifter Shifter(  .reset(reset), .Shifter_enable(Shifter_enable), .Shifter_op(IR_ALU), .A(ALU_Shifter), .Shifter_out(Shifter_ALU_out));
    I_memory IM( .clk(clk), .reset(reset), .address_read(PC_I_memory), .Instruction_out(I_mem_IR) );
    ALU_out_pro ALU_out( .reset(reset), .ALU_out_enable(ALU_out_enable), .ALU_out_in(Shifter_ALU_out), .ALU_out_out(ALU_out_mux2));
    AR AR( .clk(clk), .reset(reset), .AR_enable(AR_enable), .AR_input(Databus1), .AR_output(Addressbus));
    endmodule
`timescale 1ns / 1ps
module Data_memory(
    input enable_read,
    input enable_write,
    input [5:0] address_write,
    input [15:0] data_write,
    input [5:0] address_read,
    output reg [15:0] data_read,
    input clk,
    input reset
);
    reg [15:0] data_mem [0:63];
    reg [5:0] address_read_reg;
    reg [5:0] address_write_reg;
    integer i;
    initial begin
        for (i = 0; i < 64; i = i + 1)
            data_mem[i] = 16'b0;
    end
    always @(posedge clk) begin
        if (reset) begin
            for (i = 0; i < 64; i = i + 1) begin
                data_mem[i] <= 16'b00;
            end
        end else begin
            if (enable_read) begin
                data_read <= data_mem[address_read_reg]; 
            end
            if (enable_write) begin
                data_mem[address_write_reg] <= data_write; 
            end
        end
    end
    always @(*)
    begin
    address_read_reg = address_read;
    address_write_reg = address_write;
    end
endmodule
`timescale 1ns / 1ps
module Flags(
input clk,
input reset,
input [15:0] ALU_out,
input Zero_flag_enable,
output reg Zero_flag
    );
wire zero_next;  
assign zero_next = (ALU_out == 16'b0);
always @(posedge clk or posedge reset) begin
    if (reset)
       Zero_flag <= 1'b0;
    else if (Zero_flag_enable)
        Zero_flag <= zero_next;
end
endmodule
`timescale 1ns / 1ps
module IR(
        input [15:0] IR_Input,
        output reg [6:0] IR_control,
        output reg [15:0] instruction_datapath,  
        input clk,
        input reset,
        input IR_enable,
        input IR_control_enable,
        output reg [3:0] IR_data1,  
        output reg [3:0] IR_data2,  
        output reg [4:0] IR_opcode  
);
reg [15:0] instruction_control;
always @(posedge clk)
begin
if(reset)
begin
 instruction_control <= 16'b0;
 instruction_datapath <= 16'b0;
end
else if (IR_enable)
begin
  instruction_control  = (IR_control_enable) ? IR_Input : instruction_control;
  instruction_datapath = (IR_control_enable) ? 16'b0 : IR_Input;
end
end
always @(*) begin
  IR_data1 = instruction_control[8:5];
  IR_data2 = instruction_control[4:1];
  IR_opcode = instruction_control[13:9];
  IR_control = instruction_control[15:9];
end
endmodule
`timescale 1ns / 1ps
module I_memory(
    input [5:0] address_read,
    output reg [15:0] Instruction_out,
    input clk,
    input reset
    );
    reg [15:0] I_mem[63:0];
    integer i;
    always @(posedge clk)
    begin
    I_mem[1] <= 16'b1011000000000000;
    I_mem[2] <= 16'b0000000000000001;
    I_mem[3] <= 16'b1011000000000010;  
    I_mem[4] <= 16'b0000000000001100;  
    I_mem[5] <= 16'b0011001000000010;  
    I_mem[6] <= 16'b0100001000000010;  
        if (reset)
        begin
            for (i = 0; i < 64; i = i + 1)
            begin
                I_mem[i] <= 16'b00;
            end
        end
        else
        begin
        Instruction_out <= I_mem[address_read]; 
        end
    end
endmodule
`timescale 1ns / 1ps
module ProgramCounter (
    input wire clk,               
    input wire reset,              
    input wire PC_enable,             
    input wire [1:0] PC_op,
    input wire [15:0] offset,   
    output reg [15:0] PC_output    
);
    reg [15:0] PC;   
    always @(posedge clk or posedge reset) begin
        if (reset) begin
            PC <= 16'b0;           
        end 
        else if (PC_enable) begin
            case (PC_op)
                2'b00: PC <= PC;     
                2'b01: PC <= PC + 1;        
                2'b10: PC <= PC + 2;      
                2'b11: PC <= PC + offset;   
                default: PC <= PC;          
            endcase
        end
    end
    always @(*) begin
        PC_output = PC;
    end
endmodule
`timescale 1ns / 1ps
module Register_File(
    input [15:0] Write_data,
    input [3:0] Write_reg,
    input reset,
    input Write_enable,
    input [3:0] Read_reg_1,
    input [3:0] Read_reg_2,
    output [15:0] Read_data_1,
    output [15:0] Read_data_2,
    input clk
    );
    reg [15:0] Register [0:15];
    integer i; 
    integer k;
    initial begin
        for (k = 0; k < 16; k = k + 1)
            Register[k] = 16'd0;
    end
    always @(posedge clk or posedge reset) begin
        if (reset) begin
            for (i = 0; i < 16; i = i + 1)
                Register[i] <= 16'b0;
        end else if (Write_enable) begin
            Register[Write_reg] <= Write_data;
        end
    end
    assign Read_data_1 = Register[Read_reg_1];
    assign Read_data_2 = Register[Read_reg_2];   
endmodule
`timescale 1ns / 1ps
module Shifter(
    input [15:0] A,
    output reg [15:0] Shifter_out,
    input  reset,
    input Shifter_enable,
    input [4:0] Shifter_op
    );
    always @(*)
    begin
    if(reset)
    begin
    Shifter_out = 16'b00;
    end
    else
    begin
    if(Shifter_enable)
    begin
    case (Shifter_op)
    5'b10000 : Shifter_out = {A[0],A[15:1]};
    5'b10001 : Shifter_out = {A[14:0],A[15]};
    5'b10010 : Shifter_out = A >> 1;
    5'b10011 : Shifter_out = A << 1;
    5'b10100 : Shifter_out = {A[15],A[15:1]};
    5'b10101 : Shifter_out = A <<< 1;
    default : Shifter_out = A;
    endcase
    end
    else
    begin
    Shifter_out = A;
    end
    end
    end
endmodule
`timescale 1ns / 1ps
module mux4x1 (
    input wire [15:0] in0,
    input wire [15:0] in1,
    input wire [15:0] in2,
    input wire [15:0] in3, 
    input wire [1:0] sel,          
    output wire [15:0] out   
);
    assign out = (sel == 2'b00) ? in0 :
                 (sel == 2'b01) ? in1 :
                 (sel == 2'b10) ? in2 :
                                  in3;
endmodule
==> out/metrics.yaml <==
power_and_ir_drop:
  powerDensity_nw_per_um2: 84.2
  peakVddDrop_v: 0.0000687
  p_total_w: 0.00495
  p_leak_nw: 21.4
critical_path:
  worstSetupPathType: "input port to flop"
  worstPathMaxFanout: 34
  cp-start-kind: "input port"
  required_ps: 22900
  cp.arrival_ps: 8110
  cp_top_family: "simple AND/OR/NAND/NOR gates"
  crit_path_top_delay_cell: "nand2_1"
  critical_path_buf_inv_count: 3
  cpPeakStageDelay_ps: 690
  worst_setup_path_end_kind: "flop"
  worstPathCellList: "buf_2 -> inv_6 -> nand2_1 -> nor2_1 -> nand2_1 -> nand2_1 -> buf_4"
  crit_top_cell: "nand2_1"
routing:
  final_antenna_net_count: 0
  drtIter0Drc: 2624
  wl_per_cell_um: 27.2
  vias: 35400
  drt_wl_total_mm: 166
  avgViaCountPerCell: 5.81
  drcViolationCount: 0
  n_antenna_cell: 0
  drt-pass1-iter-count: 6
final_timing:
  untimed_endpoints: 32
  unclocked_pins: 32
  hold_viol_final: 0
  fmax_ghz: 0.130
  setup_ws_ps: 14790
  timing.slew.headroom_pct: 31.9
  setup_viol: 0
  finClkSkew_ps: 30.9
  period_used_pct: 34.3
  whs_ps: 454
  period_needed_ps: 7710
  tightest_slew_ps: 1020
  maxSlewViolCount: 0
  tns_ps: 0
  rsz0062_at_grt: "no"
synth:
  ys.flop_type: "edfxtp_1"
  synth_area_leader_cell: "edfxtp_1"
  top_cell_area_share_pct: 60.1
  syn_inst: 4297
  ys_warn_count: 16
  syn_area_per_cell_sq_um: 12.2
  ys_area_sq_um: 52300
  ys_ff: 1186
  synth.most_common_cell: "nor2_1"
  synthArstFlopShare_pct: 5.99
  syn_area_sq_um: 52300
  ys_types: 78
  top_cells_by_area: "edfxtp_1 (60%), nor2_1 (8.6%), mux4_2 (3.7%)"
  ys_top_cells_by_count: "nor2_1 (1,202), edfxtp_1 (1,047), nand2_1 (289)"
  edf_count: 1047
  ys_cells: 4297
outcome:
  outcome: "finished, final reports clean"
clock_tree:
  cts_resized: 0
  cts-htree-levels: 3
  clk_path_buf_depth: 3
  insertion_delay_ps: 730
  numCtsBuffers: 117
  cts_hold_buf: 0
  clkTransAtPathRegs_ps: 60
  tritoncts: "yes"
  cts_root_buf: "clkbuf_16"
  post_cts_buffers: 0
placed_design:
  place.gp.congestion: 1.03
  dpl_cell_area_sq_um: 55100
  pre_cts_slack_ps: 14150
  io_buffers: 24
  dp_hpwl_mm: 102
grt:
  met2_usage_pct: 39.5
  gr-usage-met1_pct: 35.5
  grt_antenna_before_repair: 4
  grt_pass1_vias: 35600
  grt_pass1_wl_mm: 243
  gr-usage-all-layers_pct: 27.5
  grt_max_degree: 50
  top_usage_layer: "met2"
  met3_usage_pct: 17.3
  overflow: 0
floorplanning:
  top_level_ports: 28
  die_h_um: 364
  initCoreUtil_pct: 40.4
  die_area_sq_um: 132000
  coreArea_sq_um: 130000
  rows: 132
  fp.dieW_um: 364
flow_run:
  warning_count: 27
  drv_cap: 0
hold_path:
  hold_path.class: "flop to flop"
layout:
  synthToLayoutAreaGrowth_pct: 12.2
  drive_gt1_share_pct: 14.0
  design_area_sq_um: 58700
-- stage by stage --
| step | util, % | instances |
|---|---|---|
| 2_1_floorplan | - | 4298 |
| 3_3_place_gp | 42.5 | 5886 |
| 3_5_place_dp | 42.5 | 5886 |
| 4_1_cts | 45.3 | 6106 |
| 5_1_grt | 45.3 | 6106 |
| 6_report | 45.3 | 6106 |
-- worst reg2reg max path: stages, from the launching register on --
cell and delay [ps]:
dfxtp_4 620, buf_4 520, buf_4 620, nor2b_4 260
buf_4 400, a221oi_1 340, nor2_1 100, o21ai_0 620
nand4_1 300, or4b_2 820
-- state kept, by name (all words and copies together), names as in the netlist --
register                 count
Registers.Register          64
IR.instruction_control       6
PC.PC                        6
ALU.ALU_out                 16
DM.data_read                16
AR.AR                        6
Flags.Zero_flag              1
AC.AC                       16
IR.instruction_datapath      7
IM.I_mem                     1
ALU_out.ALU_out_out         16
IM.Instruction_out           7
DM.data_mem               1024
-- kinds of logic (layout without fill, tap and decap cells) --
logic type                 count (synthesis)  count (layout)  synth area share (%)
and+or+nand+nor                         1685            1685                  13.1
DFF                                     1154            1154                  64.8
AOI/OAI and AO/OA                        661             661                  8.79
buffers and inverters                    409             475                  3.17
muxes                                    312             312                  8.29
latches                                   32              32                 0.918
adders and majority gates                 24              24                 0.602
xor gates and xnor gates                  19              19                 0.318
other                                      1               2               0.00716
-- area by class of cell --
type,count,area [sq um]
Tap cell,1742,2180
Multi-Input combinational cell,2703,16600
Fill cell,11300,70900
Timing Repair Buffer,234,1810
Clock inverter,63,502
Inverter,21,85.1
Clock buffer,157,3170
Sequential cell,1186,34400
-- per-layer routing --
layer	share of wire, %	routed length [um]
met1	35	58500
met2	45	75400
met3	15	25400
met4	4.0	6720
met5	0.13	218
-- path summary, 6_finish.rpt --
path                                             from                    endpoint  slack [ps]  cells after the start
max                                             reset          DM.data_mem[60][1]       14790                      7
min                        IR.instruction_control[15]  IR.instruction_control[15]         450                      2
max reg2reg                                  AR.AR[2]             DM.data_read[7]       17620                      9
min reg2reg                IR.instruction_control[15]  IR.instruction_control[15]         450                      2
max in group asynchronous                       reset                    PC.PC[4]       16650                      4
min in group asynchronous                       reset   Registers.Register[0][10]        4070                      2
-- cells in the final DEF (no fill, tap or decap), types with 26 or more instances in the layout --
cell | synthesis | final
nor2_1 | 1202 | 1195
edfxtp_1 | 1047 | 1047
nand2_1 | 289 | 289
buf_4 | 5 | 210
a221oi_1 | 154 | 154
o21ai_0 | 145 | 145
mux2i_1 | 131 | 131
clkbuf_16 | 0 | 120
mux2_2 | 93 | 93
a21oi_1 | 88 | 88
mux4_2 | 87 | 87
dfrtp_1 | 71 | 71
a22oi_1 | 62 | 62
o22ai_1 | 74 | 58
nor2b_1 | 43 | 37
clkbuf_1 | 262 | 34
dfxtp_1 | 36 | 33
dlxtn_1 | 32 | 32
clkinv_1 | 1 | 26
-- report_power, final --
part           switching, W  internal, W
Clock              0.000825      0.00106
Combinational      0.000395     0.000175
Sequential        0.0000501      0.00244
