$ cat design/flow/design.v
`timescale 1ns / 1ps
module RegisterFile (
    input clk,
    input reset,
    input write_enable,
    input [3:0] write_addr,
    input [15:0] write_data,
    input [3:0] read_addr1,
    output reg [15:0] read_data1,
    input [3:0] read_addr2,
    output reg [15:0] read_data2
);
    reg [15:0] mem [15:0];  
    integer i;
    always @(posedge clk) begin
        if (reset) begin
            for (i = 0; i < 16; i = i + 1)
                mem[i] <= 16'd0;
        end
        else if (write_enable) begin
            mem[write_addr] <= write_data;
        end
    end
    always @(*) begin
        read_data1 = mem[read_addr1];
        read_data2 = mem[read_addr2];
    end
endmodule
$ cat design/flow/run.sh
#!/bin/bash
# OpenROAD 26Q1-2900-gdf79404cd8, Yosys 0.63+post, stock flow scripts
make -C /OpenROAD-flow-scripts/flow DESIGN_CONFIG=/design/flow/config.mk WORK_HOME=/design/flow/orfs finish
$ cat design/flow/config.mk
export PLATFORM = sky130hd
export DESIGN_NAME = RegisterFile
export DESIGN_NICKNAME = RegisterFile
export VERILOG_FILES = /design/flow/design.v
export SDC_FILE = /design/flow/constraint.sdc
export NUM_CORES = 4
export LEC_CHECK = 1
export CORE_UTILIZATION = 40
$ cat design/flow/constraint.sdc
current_design RegisterFile

set clk_period 8.0
set clk_io_pct 0.2

create_clock -name clk0 -period $clk_period [get_ports {clk}]

set non_clock_inputs [all_inputs -no_clocks]
set_input_delay [expr $clk_period * $clk_io_pct] -clock clk0 $non_clock_inputs
set_output_delay [expr $clk_period * $clk_io_pct] -clock clk0 [all_outputs]
==> flow_summary.yaml <==
# synthesis and place-and-route metrics
route:
  route.detailed.drc: 0
  ant_nets: 0
  n_antenna_cell: 0
  drtIter0Drc: 408
  first_pass_iters: 5
  avgViaCountPerCell: 5.695
  routed_wirelength_microns: 35860
  vias: 7780
  routedWlPerCell_microns: 26.25
sta:
  final-max-slew-violation-count: 0
  setup_viol: 0
  whs_ps: 2104
  min_period_over_period_pct: 71.07
  max_freq_mhz: 175.9
  rsz0062_at_grt: "false"
  tns_ps: 0
  fin_crit_ps: 5686
  hold_viol: 0
  setup_ws_ps: 2314
  max_slew_margin_pct: 53.37
  worstMarginPinSlew_ps: 699.5
synth:
  ys_area_sq_um: 13410
  ys_warn_count: 1
  syn-mean-instance-area_sq_um: 15.62
  ys.flops: 256
  synth-main-ff-cell: "edfxtp_1"
  synth_cells: 859
  yosys.stat.seqShare_pct: 57.31
  edf_count: 256
  ys_cells: 859
  synth_area_sq_um: 13410
  top_area_cell: "edfxtp_1"
  top_cell_area_share_pct: 57.31
  synth_cell_type_count: 22
  async_flop_share_pct: 0
  ys_top_cells_by_area: "edfxtp_1 57%, mux4_2 21%, and2_1 11%"
place:
  gp_congestion: 0.8510
  dp_hpwl_microns: 21030
  io_buffers: 62
  placed_cells: 1315
  place_ws_ps: 2236
global_routing:
  gr-total-overflow: 0
  antenna_found_initial: 0
  grt_pass1_wl_microns: 53270
  grt_max_degree: 65
  gr-usage-all-layers_pct: 24.15
  grt_pass1_vias: 8549
power:
  ir_drop_mv: 0.1925
  p_leak_nw: 5.270
  powerDensity_nw_per_um2: 213.2
layout:
  top_regs: "mem: 256 flops"
  largest_register_ff_count: 256
  fillers: 2782
  comb_area_sq_um: 5435
  syn_to_final_growth_pct: 15.26
  drive_gt1_share_pct: 26.62
  regArea_sq_um: 7687
  largest_register: "mem"
  fin_cells: 1366
  fin_util_pct: 47.16
setup_path:
  path_max_fanout: 28
  cp_cell_sequence: "buf_4 > buf_4 > mux4_2 > a22oi_1 > nand2_1 > clkdlybuf4s50_1"
  required_ps: 6400
  cp_common_cell: "buf_4"
  worstPathArrival_ps: 4090
  slowest_delay_ps: 560
  endpoint_kind: "output port"
  slowest_stage: "mux4_2"
  start_kind: "input pin"
  criticalPathCategory: "in2out"
clock_network:
  postCtsHoldBufs: 0
  cts_made_buffers: 28
  clk_path_buf_depth: 3
  htree_levels: 1
  post_cts_buffers: 0
  cts_resized: 0
  cts_num_sinks: 256
  cts_tree: "built"
  root_buffer: "clkbuf_16"
  clkTransAtPathRegs_ps: 60
hold_path:
  hold_start: "write_data[14]"
  hold-path-endpoint: "mem[15][14]"
  holdPathStages: 2
  hold_class: "in2reg"
status:
  status: "finished clean"
die:
  ios: 63
  coreArea_sq_um: 32780
  fp_util_pct: 40.92
  dieWidth_microns: 185.1
  die_h_microns: 185.1
  dieArea_sq_um: 34270
  row_count: 66
flow_run:
  warning_count: 25
  cap_viol_max_count: 0
==> cell usage after synthesis (2+ instances only) <==
| cell | instances |
|---|---|
| mux4_2 | 128 |
| or2_2 | 16 |
| nand2b_1 | 2 |
| clkbuf_1 | 55 |
| nor2b_1 | 4 |
| clkbuf_2 | 3 |
| buf_1 | 4 |
| nor2_2 | 2 |
| nor3_2 | 2 |
| buf_2 | 14 |
| and2_2 | 16 |
| nor2_1 | 11 |
| edfxtp_1 | 256 |
| nand4bb_2 | 2 |
| a22oi_1 | 64 |
| and2_1 | 242 |
| nand2_1 | 33 |
==> layout make-up <==
class	instances	area share, %
Clock inverter	15	1.295
Sequential cell	256	49.72
Clock buffer	36	4.864
Multi-Input combinational cell	527	35.15
Timing Repair Buffer	90	5.390
Tap cell	442	3.577
==> metrics by stage <==
stage	instance area (sq um)	power [mW]
after detailed placement	14510	1.992
after floorplan	13410	1.822
after global placement	14510	1.989
after global routing	15460	3.406
after CTS	15460	3.320
final	15460	3.296
==> kinds of logic (layout without fill, tap and decap cells) <==
kind of cell	Yosys count	in the layout	share of synthesized area, %
simple gates	335	335	15.33
buf+inv	76	141	2.285
flops	256	256	57.31
mux	128	128	21.49
compound gates	64	64	3.582
==> cell usage in the layout, fill, tap and decap left out, drive strengths merged <==
cell type / Yosys / layout
nand2b: 2 / 2
clkinvlp: 0 / 2
clkbuf: 58 / 36
edfxtp: 256 / 256
nand4b: 1 / 1
nor2: 14 / 14
or2: 16 / 16
a22oi: 64 / 64
clkdlybuf4s50: 0 / 58
clkinv: 0 / 8
nor2b: 4 / 4
nand4bb: 2 / 2
mux4: 128 / 128
nand2: 33 / 33
nor3: 4 / 4
or4b: 1 / 1
bufinv: 0 / 5
buf: 18 / 32
and2: 258 / 258
==> report_power, final <==
group | internal [mW] | switching [mW]
sequential | 1.55 | 0.0338
combinational | 0.189 | 0.184
clock | 0.820 | 0.515
total | 2.56 | 0.733
==> routing by layer <==
metal / track usage (%) / part of all wire, % / wire length [microns]
met1: 31.10 / 35 / 12500
met2: 35.94 / 47 / 16870
met3: 15.41 / 15 / 5463
met4: 5.421 / 2.8 / 990
met5: 0.8889 / 0.11 / 38
==> critical path, delay by kind of cell <==
| family | cells | cell delay [ps] |
|---|---|---|
| AOI/OAI and AO/OA | 1 | 290 |
| buffers and inverters | 3 | 1460 |
| muxes | 1 | 560 |
| and+or+nand+nor | 1 | 140 |
==> how the worst max path moves through the flow <==
stage	start	endpoint	slack [ps]	depth (start not counted)
finish	read_addr1[0]	read_data1[5]	2310	6
global route	read_addr1[0]	read_data1[5]	2120	6
CTS	read_addr1[0]	read_data1[5]	2230	6
No activity file was given, so power comes from the tool's default toggle rates.
